==> design.v <==
module display_custom (
    input sw,
    input [6:0] sec_1,sec_10,min_1,min_10,hour_1,hour_10,day_1,day_10,mont_1,mont_10,year_1,year_10,year_100,year_1000,
    output reg [6:0] led1, led2, led3, led4, led5, led6, led7, led8
);
always @(sw or sec_1 or sec_10 or min_1 or min_10 or hour_1 or hour_10 or day_1 or day_10 or mont_1 or mont_10 or year_1 or year_10 or year_100 or year_1000) begin
    if(sw) begin
      led1 = year_1;
      led2 = year_10;
      led3 = year_100;
      led4 = year_1000;
      led5 = mont_1;
      led6 = mont_10;
      led7 = day_1;
      led8 = day_10; 
    end
    else begin
      led1 = sec_1;
      led2 = sec_10;
      led3 = 7'b1111111;
      led4 = 7'b1111111;
      led5 = min_1;
      led6 = min_10;
      led7 = hour_1;
      led8 = hour_10;       
    end 
end
endmodule
==> run.sh <==
#!/bin/bash
# OpenROAD 26Q1-2900-gdf79404cd8, Yosys 0.63+post, stock flow scripts
make -C /OpenROAD-flow-scripts/flow DESIGN_CONFIG=/design/flow/config.mk WORK_HOME=/design/flow/orfs finish
==> config.mk <==
export PLATFORM = sky130hd
export DESIGN_NAME = display_custom
export DESIGN_NICKNAME = display_custom
export VERILOG_FILES = /design/flow/design.v
export SDC_FILE = /design/flow/constraint.sdc
export NUM_CORES = 4
export LEC_CHECK = 1
export CORE_AREA = 10 10 70 70
export DIE_AREA = 0 0 80 80
==> constraint.sdc <==
current_design display_custom

set clk_period 1.0
set clk_io_pct 0.2

create_clock -name clk0 -period $clk_period

set non_clock_inputs [all_inputs -no_clocks]
set_input_delay [expr $clk_period * $clk_io_pct] -clock clk0 $non_clock_inputs
set_output_delay [expr $clk_period * $clk_io_pct] -clock clk0 [all_outputs]
==> qor.csv <==
stage;metric;value;unit
drt;firstDrtPassIters;4;
setup_path;end_kind;output port;
global_route;antenna_found_initial;0;
synthesis;ys_warn_count;1;
global_route;grt_max_degree;13;
hold_path;min-delay-start;hour_1[0];
global_route;top_usage_layer;met2;
setup_path;critical_path_class;in2out;
timing;period_used_share;1.20;
global_route;grtUsageMet1;0.152;
drt;wl_per_cell;20.9;um
power_and_ir_drop;vdd_drop_max;0.295;mV
place;place_congestion;0.804;
setup_path;worstPathMaxFanout;7;
timing;drv_slew;0;
run;warnings;35;
place;portBuffers;155;
setup_path;cpMostUsedCell;buf_12;
hold_path;hold_path_depth;3;
power_and_ir_drop;fin_total_pwr;0.00104;W
hold_path;hold_end;led7[0];
setup_path;cpPeakStageDelay;300;ps
power_and_ir_drop;p_leak;1.38;nW
power_and_ir_drop;p_per_area;407;nW/um2
floorplan;die_w;80;um
floorplan;die_area;6400;um2
synthesis;syn-cell-area;713;um2
setup_path;cp-start-kind;input port;
drt;wl;5.80;mm
layout;area_growth;259;%
drt;diodes;0;
setup_path;crit_chain;buf_12 -> buf_16 -> buf_12 -> mux2_4 -> buf_6;
floorplan;placementRows;21;
synthesis;yosys_area;713;um2
global_route;grt_pass1_vias;1371;
floorplan;core-area;3420;um2
synthesis;ys_seq_frac;0;
outcome;status;finished with violations;
timing;fmax;0.830;GHz
place;dp_hpwl;4.80;mm
layout;ff_count;0;
drt;antenna_left;0;
drt;avgViaCountPerCell;4.28;
layout;drive_above_1_share;0.530;
setup_path;crit_buf_inv;4;
drt;num_vias;1191;
floorplan;fp_util;0.209;
synthesis;ys_cells;62;
global_route;grt_use_total;0.160;
floorplan;pin_count;155;
global_route;grt_first_pass_wirelength;7.94;mm
place;pre_cts_ws;-526;ps
layout;nClkBuffers;0;
synthesis;yosysUniqueCellTypes;5;
timing;holdWs;702;ps
synthesis;synth.avg_cell_area;11.5;um2
run;max_cap_violations;0;
outcome;failed_checks;negative setup slack;
drt;drt_iter0_drc;7;
timing;rsz0062_at_grt;true;
setup_path;slowest_stage;mux2_4;
synthesis;synth_cells;62;
setup_path;worstPathRequired;800;ps
timing;setup_ws;-205;ps
layout;regArea;0;um2
timing;tightest_slew;99.2;ps
global_route;use_met3;0.119;
global_route;grt-ovfl-total;0;
floorplan;die_h;80;um
setup_path;critical_path_arrival;1000;ps
timing;maxSlewHeadroom;0.934;
drt;drc;0;
timing;fin_crit;1200;ps
setup_path;worst_path_dominant_cell_family;buffers and inverters;
clock_tree;cts_hold_buf;0;
global_route;gr-usage-met2;0.284;
timing;hold_viol;0;
hold_path;hp-class;in2out;
timing;setup_viol;56;
==> how the worst max path moves through the flow <==
stage / depth (start not counted) / from / endpoint / slack (ps)
4_1_cts: 5 / sw / led5[2] / -190
5_1_grt: 3 / sec_10[2] / led2[2] / -220
6_report: 5 / sw / led2[5] / -200
==> layout make-up <==
cell class	instances	area [um2]
Tap cell	46	57.6
Fill cell	238	858
Timing Repair Buffer	176	1750
Multi-Input combinational cell	56	752
==> synth_stat cells <==
master / count / area, um2
mux2_4: 26 / 390
mux2_2: 16 / 180
nand2b_1: 14 / 87.6
buf_6: 4 / 45.0
buf_2: 2 / 10.0
==> cells in the final DEF, fill, tap and decap left out <==
cell,count
dlygate4sd2_1,56
mux2_4,41
buf_6,41
clkdlybuf4s50_1,35
buf_2,24
nand2b_1,9
dlymetal6s2s_1,9
nand2b_4,5
buf_12,5
buf_16,3
buf_4,2
mux2_2,1
buf_8,1
==> logic make-up after synthesis <==
kind of cell / Yosys count / synth area share
mux: 42 / 0.800
buf+inv: 6 / 0.0772
simple gates: 14 / 0.123
==> what timing repair did <==
| action | 4_1_cts | 5_1_grt |
|---|---|---|
| gates resized | 267 | 37 |
| endpoints found under the setup margin | 56 | 56 |
| pin swaps | 0 | 0 |
| gates cloned | 4 | 0 |
| setup buffers | 13 | 1 |
==> power by group <==
group | internal, W | total (W) | switching (W)
registers | 0 | 0 | 0
logic | 0.000795 | 0.00104 | 0.000245
clock network | 0 | 0 | 0
==> stage by stage <==
| step | TNS (ps) | utilization | cell area, um2 | instances |
|---|---|---|---|---|
| final | -7530 | 0.749 | 2560 | 278 |
| after global routing | -8590 | 0.749 | 2560 | 278 |
| after CTS | -7380 | 0.690 | 2360 | 277 |
| after detailed placement | -26830 | 0.676 | 2310 | 260 |
| after global placement | -26570 | 0.676 | 2310 | 260 |
| after floorplan | 0 | - | 713 | 62 |
==> metal layers <==
| metal | vias up | routed length, um |
|---|---|---|
| met5 | - | 0 |
| met4 | 0 | 71 |
| met3 | 6 | 997 |
| met2 | 97 | 2790 |
| met1 | 521 | 1940 |
| li1 | 567 | - |
Power figures rest on the tool's default switching activity, not on a simulated workload.
