===== /design/flow/design.v =====
module Day_Counter (
	input clk_1Hz,
	input rst_n,
    input [5:0]	sec,
    input [5:0]	min,
    input [4:0]	hour,
    input [3:0]	mont,
    input [12:0] year,
    input btn_up,
    input btn_down,
    input [2:0] mode,
	output reg [4:0] day
);
    always @(posedge clk_1Hz or negedge rst_n) begin
        if(!rst_n) day <= 1;
        else begin 
            if (mode==3'b110) begin
                if (!btn_up) begin
                    if(day == 31) day <= 1;
                    else day <= day + 1;         
                end
                else if (!btn_down) begin
                    if(day == 1) day <= 31;
                    else day <= day - 1;
                end
            end
            else begin    
                if (sec==59 && min==59 && hour==23) begin
                    if ( day==31 && (mont==1||mont==3||mont==5||mont==7||mont==8||mont==10||mont==12) ) day<=1;
                    else if ( day==30 && (mont==4||mont==6||mont==9||mont==11) ) day<=1;
                    else if ( day==28 && mont==2 && ({year[0],year[1]}!=2'b00 || year==2100) ) day<=1;
                    else if ( day==29 && mont==2 && {year[0],year[1]}==2'b00 && year!=2100 ) day<=1;
                    else day<=day+1;
                end
                else day<=day;
            end
        end
    end  
endmodule

===== /design/flow/run.sh =====
#!/bin/bash
# OpenROAD 26Q1-2900-gdf79404cd8, Yosys 0.63+post, stock flow scripts
make -C /OpenROAD-flow-scripts/flow DESIGN_CONFIG=/design/flow/config.mk WORK_HOME=/design/flow/orfs finish

===== /design/flow/config.mk =====
export PLATFORM = sky130hd
export DESIGN_NAME = Day_Counter
export DESIGN_NICKNAME = Day_Counter
export VERILOG_FILES = /design/flow/design.v
export SDC_FILE = /design/flow/constraint.sdc
export NUM_CORES = 4
export LEC_CHECK = 1
export CORE_AREA = 10 10 85 85
export DIE_AREA = 0 0 95 95

===== /design/flow/constraint.sdc =====
current_design Day_Counter

set clk_period 3.2
set clk_io_pct 0.2

create_clock -name clk0 -period $clk_period [get_ports {clk_1Hz}]

set non_clock_inputs [all_inputs -no_clocks]
set_input_delay [expr $clk_period * $clk_io_pct] -clock clk0 $non_clock_inputs
set_output_delay [expr $clk_period * $clk_io_pct] -clock clk0 [all_outputs]

==> deck_impl_summary.md <==
Run Summary

Status
  • Run status: complete, no violations

Logic synthesis
  • Mapped cell area: 773 sq um
  • Cells after Synth: 101
  • Netlist cell types: 46
  • Cell total in the yosys stat output: 101
  • Register share after synthesis: 16.3%
  • Ys flops: 5
  • Area share, top type: 12.9%
  • Area leader, netlist: dfrtp_1
  • Avg Cell Area, Syn: 7.66 sq um
  • Yosys chip area: 773 sq um
  • Synth Flop Type: dfrtp_1
  • Async SR Flop Fraction: 100%
  • Syn. warnings: 1
  • Post-synth area hogs: dfrtp_1 (13%), ha_1 (9.7%), o2111ai_1 (4.5%), inv_1 (4.4%), nor2_1 (4.4%)
  • Post-synth EDFFs: 0

STA
  • RSZ-0062 raised after global routing: false
  • Final worst path period share: 74.6%
  • Skew final: 0.000935 ns
  • Final setup violation count: 0
  • Crit path time final: 2.39 ns
  • Setup_tns: 0 ns
  • Rel. slew slack: 57.9%
  • Max Slew Vio Count: 0
  • F_max: 0.419 GHz
  • Slew @ Worst Pin: 0.627 ns
  • Hold Vio Cnt, Final: 0
  • Hold slack: 0.603 ns

Floorplanning
  • Chip height: 95 microns
  • Fp_density: 14.1%
  • Core box area: 5470 sq um
  • Row count: 27
  • Chip Area: 9030 sq um
  • Ports: 46
  • Die width: 95 microns

Layout
  • Layout cells sized above 1: 7.53%
  • Area Growth Syn to Fin: 72.5%
  • Top cells excl fill/tap: clkdlybuf4s50_1 (45), inv_1 (9), nor2_1 (9)
  • Max reg flops: 5
  • Largest regs: day (5)
  • Post-layout instance area: 1330 sq um
  • Core Util, Final: 24.4%
  • Biggest register: day
  • Top cell excl fill/tap: clkdlybuf4s50_1

Setup path
  • Critical path class: in -> reg
  • Crit path DAT: 2.52 ns
  • Worst R2R Setup Slack: 0.94 ns
  • Startpoint types: input pin
  • Worst path bufs/invs: 1
  • Reg2reg end: day[3]$_DFFE_PN0P_
  • Slowest-stage cell, CP: clkdlybuf4s50_1
  • Stages on the worst setup path: 6
  • CP top delay family: simple AND/OR/NAND/NOR gates
  • Crit-path max FO: 6
  • CP cell instances: clkdlybuf4s50_1, and3b_2, o211a_1, nor3_1, nand4_1, a31oi_1
  • Crit path largest cell delay: 0.56 ns
  • Worst setup path startpoint: mont[2]
  • R2r startpoint: day[1]$_DFFE_PN0P_
  • Critical Path Sink Type: flip-flop
  • Reg2reg path depth: 9
  • Critical path capture point: day[3]$_DFFE_PN0P_
  • Worst Path Required: 3.33 ns

Clock network
  • Sink Count: 5
  • Setup bufs post-CTS: 0
  • CTS tree: done
  • CTS Buffer Depth: 2
  • Resized cells post-CTS: 0
  • CTS H-tree lvls: 1
  • Insertion Delay late pin: 0.22 ns
  • Num CTS Buffers: 3
  • Root buf cell: clkbuf_8
  • Post-cts hold buffer count: 0
  • Clock transition at the registers of the reported paths: 0.04 ns

Job
  • Max Cap Violations: 0
  • Tool warnings: 29

Detailed routing
  • Iteration-0 DRC Markers: 45
  • Inserted Diodes: 0
  • Antenna-violating nets left: 0
  • # DRC: 0
  • DRT Wirelength: 2840 microns
  • Drt pass-1 iters: 4
  • Vias: 879
  • Wire per inst: 13.0 microns
  • Vias per inst: 4.03

Pwr
  • Power Density: 505 nW/um^2
  • Tot Pwr: 673 uW
  • Max rail drop VDD: 0.174 mV
  • Static Leakage: 0.522 nW

GRT
  • Met1 Resource Use GR: 8.29%
  • Global routing's busiest layer: met2
  • Global routing usage on met2: 10.4%
  • Total gr overflow: 0
  • Total track usage: 6.37%
  • First-pass GRT wire length: 4640 microns
  • Initial antenna violation count: 0
  • Vias in the first global route: 926
  • Largest net degree at the start of global routing: 11
  • Met3 GRT Util: 1.92%

Placement
  • I/O Buffers: 45
  • DP HPWL: 2400 microns
  • Gpl congestion: 0.885
  • Dpl cell area: 1290 sq um

Hold path
  • Min-Delay Path Class: reg -> reg
==> worst reg2reg max path: stages (launching register included) <==
cell and delay (ns):
dfrtp_1 0.44, ha_1 0.24, inv_1 0.13, nor3_1 0.06, ha_1 0.23, nand2_1 0.07
o21ai_0 0.07, nor3_1 0.54, nand4_1 0.17, a31oi_1 0.22
==> synthesized netlist by cell type, types with 2 or more instances <==
library cell	n
inv_1	9
nand2b_1	2
clkbuf_2	2
nand2_1	7
dfrtp_1	4
a31oi_1	3
a21oi_1	4
ha_1	6
nor2_1	9
nand4_1	5
o21ai_0	5
nand3_1	4
o2111ai_1	4
nor3b_1	2
nor3_1	3
a221oi_1	2
==> stage by stage <==
stage	worst slack (ns)	cells
after global placement	0.638	214
after global routing	0.571	218
after CTS	0.849	218
after detailed placement	0.636	214
after floorplan	1.30	101
final	0.812	218
==> per-layer routing <==
metal / routed length [microns] / part of all wire (%) / vias up
li1: - / - / 476
met1: 1330 / 47 / 369
met2: 1290 / 46 / 32
met3: 201 / 7.1 / 2
met4: 16 / 0.56 / 0
met5: 0 / 0 / -
==> logic make-up (layout without fill, tap and decap cells) <==
logic type | count (synthesis) | after routing | share of synthesized area (%)
XOR/XNOR | 2 | 2 | 2.27
AND-OR/OR-AND | 27 | 27 | 24.8
multiplexers | 1 | 1 | 1.29
AND/OR/NAND/NOR | 47 | 47 | 38.0
adder cells (fa/ha/maj) | 6 | 6 | 9.71
flip-flops | 5 | 5 | 16.3
buffers and inverters | 13 | 58 | 7.60
==> where the power goes <==
group	switching (mW)	internal, mW	total [mW]
registers	0.0613	0.0933	0.155
clock network	0.0329	0.0857	0.119
logic	0.181	0.219	0.400
==> how the worst min path moves through the flow <==
stage	depth (start not counted)	endpoint	startpoint
finish	2	day[0]$_DFFE_PN1P_	day[0]$_DFFE_PN1P_
CTS	2	day[0]$_DFFE_PN1P_	day[0]$_DFFE_PN1P_
global route	2	day[0]$_DFFE_PN1P_	day[0]$_DFFE_PN1P_
==> final cells by class <==
class	count	area (sq um)
fill	586	4140
clock buffer	4	45.0
multi-input combinational	83	588
timing repair buffer	45	450
inverter	9	33.8
sequential	5	126
tap	72	90.1
Power is estimated from default activity; no workload was simulated.
