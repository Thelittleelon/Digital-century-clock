$ cat ./design.v
module Month_Counter (
	input clk_1Hz,
	input rst_n,
    input [5:0]	sec,
    input [5:0]	min,
    input [4:0]	hour,
    input [4:0]	day,
    input [12:0] year,
    input btn_up,
    input btn_down,
    input [2:0] mode,
	output reg [3:0] mont
);
    always @(posedge clk_1Hz or negedge rst_n) begin
        if(!rst_n) mont <= 1;
        else begin 
            if (mode==3'b100) begin
                if (!btn_up) begin
                    if(mont == 12) mont <= 1;
                    else mont <= mont + 1;         
                end
                else if (!btn_down) begin
                    if(mont == 1) mont <= 12;
                    else mont <= mont - 1;
                end
            end   
            else begin    
                if (sec==59 && min==59 && hour==23) begin
                    if (day==31 && mont==12) mont<=1;
                    else if ( day==31 && (mont==1||mont==3||mont==5||mont==7||mont==8||mont==10) ) mont<=mont+1;
                    else if ( day==30 && (mont==4||mont==6||mont==9||mont==11) ) mont<=mont+1;
                    else if ( day==28 && mont==2 && ({year[0],year[1]}!=2'b00 || year==2100) ) mont<=mont+1;
                    else if ( day==29 && mont==2 && {year[0],year[1]}==2'b00 && year!=2100 ) mont<=mont+1;
                    else mont<=mont;
                end
                    else mont<=mont;
            end
        end
    end
endmodule
$ cat ./run.sh
#!/bin/bash
# OpenROAD 26Q1-2900-gdf79404cd8, Yosys 0.63+post, stock flow scripts
make -C /OpenROAD-flow-scripts/flow DESIGN_CONFIG=/design/flow/config.mk WORK_HOME=/design/flow/orfs finish
$ cat ./config.mk
export PLATFORM = sky130hd
export DESIGN_NAME = Month_Counter
export DESIGN_NICKNAME = Month_Counter
export VERILOG_FILES = /design/flow/design.v
export SDC_FILE = /design/flow/constraint.sdc
export NUM_CORES = 4
export LEC_CHECK = 1
export CORE_AREA = 10 10 77 77
export DIE_AREA = 0 0 87 87
$ cat ./constraint.sdc
current_design Month_Counter

set clk_period 2.5
set clk_io_pct 0.2

create_clock -name clk0 -period $clk_period [get_ports {clk_1Hz}]

set non_clock_inputs [all_inputs -no_clocks]
set_input_delay [expr $clk_period * $clk_io_pct] -clock clk0 $non_clock_inputs
set_output_delay [expr $clk_period * $clk_io_pct] -clock clk0 [all_outputs]
==> qor.csv <==
stage;metric;value;unit
outcome;status;complete, no violations;
floorplanning;rows;24;
synthesis;syn_area;623.1;µm²
floorplanning;io_pins;46;
detailed_routing;n_antenna_cell;0;
worst_setup_path;path_max_fanout;4;
hold_path;worstHoldPathType;primary input to async pin;
sta;max_freq;0.4505;GHz
detailed_routing;vias;800;
placed_design;io_buffers;45;
synthesis;top_area_frac;0.1205;
clock_tree;htreeDepth;1;
synthesis;ys_area;623.1;µm²
final_layout;regArea;101.3;µm²
sta;maxSlewHeadroom;0.7180;
clock_tree;clock.latency.late_pin;220;ps
final_layout;area_growth;87.55;%
power;vdd_drop_max;0.0001609;V
worst_setup_path;worstSetupStartpointType;primary input;
global_routing;grt_pass1_vias;832;
synthesis;avgSynthCellArea;7.789;µm²
clock_tree;post_cts_buffers;0;
synthesis;ys_warn_count;1;
detailed_routing;drtPass1Iterations;4;
final_layout;lay_top_count;clkdlybuf4s50_1;
worst_setup_path;r2r-start;mont[1]$_DFFE_PN0P_;
worst_setup_path;end_kind;flip-flop;
synthesis;edf_count;0;
sta;hold_slack;483.8;ps
detailed_routing;via_per_inst;4.469;
synthesis;synth_seq_share;0.1627;
clock_tree;numCtsBuffers;3;
global_routing;antenna_found_initial;0;
synthesis;synth.distinct_cells;41;
synthesis;netlist_top_cells_area;dfrtp_1, ha_1, o21ai_0;
final_layout;layout_top_cells;clkdlybuf4s50_1, nand2_1, o21ai_0;
synthesis;yosys_cells;80;
worst_setup_path;path_class;primary input to flip-flop;
floorplanning;dieArea;7569;µm²
clock_tree;clock_path_buffers;2;
sta;setup_ws;280.3;ps
floorplanning;die_w;87;µm
global_routing;grt_usage;0.05857;
detailed_routing;ant_nets;0;
clock_tree;cts_tree;done;
detailed_routing;wl_per_cell;13.51;µm
placed_design;place_hpwl;2085;µm
synthesis;synth_async_sr_flop_share;1.000;
final_layout;fin_area;1169;µm²
placed_design;globalplace.congestion;0.7689;
clock_tree;path_clk_slew;30;ps
synthesis;synthCells;80;
synthesis;ys.flop_type;dfrtp_1;
sta;clock_skew;1.267;ps
final_layout;drive_gt1_frac;0.07874;
run;tool_warnings;29;
global_routing;overflow;0;
synthesis;yosysTopAreaCell;dfrtp_1;
worst_setup_path;reg2reg_depth;8;
detailed_routing;routed_wl;2418;µm
worst_setup_path;arrival;2320;ps
sta;setup_viol;0;
sta;maxSlewViolCount;0;
final_layout;largest_reg_flops;4;
sta;finalCriticalPeriod;2220;ps
floorplanning;fp_util;0.1431;
global_routing;grt_max_degree;12;
final_layout;fill_cells;446;
final_layout;fin_cells;179;
power;p_total;0.5996;mW
placed_design;dp_slack;45.03;ps
final_layout;largest-register;mont;
synthesis;synth_flops;4;
run;drv_cap;0;
clock_tree;cts_resized;0;
clock_tree;ctsHoldBuffers;0;
global_routing;grt_pass1_wl;3726;µm
detailed_routing;drc;0;
placed_design;dpl_cell_area;1124;µm²
floorplanning;core-area;4354;µm²
worst_setup_path;worst-r2r-setup-slack;340;ps
worst_setup_path;r2r-end;mont[1]$_DFFE_PN0P_;
final_layout;reg_top3;mont (4);
placed_design;dp.cells;175;
final_layout;final_core_util;0.2684;
sta;worst_pin_slew;423.1;ps
power;power.leakage;0.4622;nW
clock_tree;cts_root_buffer;clkbuf_8;
worst_setup_path;required;2600;ps
sta;hold_violations;0;
sta;rsz0062_at_grt;no;
power;power.density;513.1;nW/µm²
final_layout;logic_area;488.0;µm²
clock_tree;cts.sinks;4;
detailed_routing;drt-initial-drc-count;79;
sta;finalCritPeriodShare;0.8879;
sta;finalSetupTns;0;ps
floorplanning;dieHeight;87;µm
==> where the power goes <==
group	internal [mW]	leakage, nW	total, mW	switching, mW
logic	0.188	0.393	0.327	0.140
clock network	0.109	0.0228	0.144	0.0349
registers	0.0866	0.0463	0.128	0.0417
==> cells by family after synthesis <==
kind of cell / Yosys count / share of synthesized area
AND/OR/NAND/NOR: 34 / 0.3133
flip-flops: 4 / 0.1627
buffers and inverters: 6 / 0.05421
AND-OR/OR-AND: 28 / 0.3153
XOR/XNOR: 1 / 0.01406
adder cells (fa/ha/maj): 5 / 0.1004
multiplexers: 2 / 0.04015
==> routing by layer <==
metal,track usage,wire (µm)
met5,0,0
met4,0.01473,27
met3,0.02547,269
met2,0.09460,1144
met1,0.06937,976
==> synthesized netlist by cell type (2+ instances only) <==
library cell and n:
nand2_1 9, o21ai_0 7, nor2_1 6, ha_1 5
a21oi_1 3, dfrtp_1 3, inv_1 3, nand4_1 3
nand4b_1 3, nor3_1 3, a31oi_1 2, nor4b_1 2
o21ai_2 2, o21bai_1 2
==> layout make-up <==
cell class | instances | area share
clock buffer | 4 | 0.03854
inverter | 3 | 0.009636
multi-input combinational | 70 | 0.4176
sequential | 4 | 0.08672
tap | 52 | 0.05567
timing repair buffer | 46 | 0.3919
==> worst max path at each step <==
stage | startpoint | endpoint | slack, ps | cells past startpoint
4_1_cts | min[2] | mont[1]$_DFFE_PN0P_ | 270 | 7
5_1_grt | min[2] | mont[1]$_DFFE_PN0P_ | 150 | 7
6_report | min[2] | mont[1]$_DFFE_PN0P_ | 280 | 7
==> critical path, cell delays in order <==
cell	delay, ps
clkdlybuf4s50_1	400
nand4b_1	180
nor4_1	420
nand4b_1	180
o21ai_2	210
o21ai_2	130
mux2_4	300
Power is estimated from default activity; no workload was simulated.
